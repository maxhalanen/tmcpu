--- design/flow/run.sh ---
#!/bin/bash
# OpenROAD 26Q1-2900-gdf79404cd8, Yosys 0.63+post, stock flow scripts
make -C /OpenROAD-flow-scripts/flow DESIGN_CONFIG=/design/flow/config.mk WORK_HOME=/design/flow/orfs finish
--- design/flow/config.mk ---
export PLATFORM = sky130hd
export DESIGN_NAME = pc
export DESIGN_NICKNAME = pc
export VERILOG_FILES = /design/flow/design.v
export SDC_FILE = /design/flow/constraint.sdc
export NUM_CORES = 4
export LEC_CHECK = 1
export CORE_AREA = 10 10 100 100
export DIE_AREA = 0 0 110 110
--- design/flow/constraint.sdc ---
current_design pc

set clk_period 1.0
set clk_io_pct 0.2

create_clock -name clk0 -period $clk_period [get_ports {clk}]

set non_clock_inputs [all_inputs -no_clocks]
set_input_delay [expr $clk_period * $clk_io_pct] -clock clk0 $non_clock_inputs
set_output_delay [expr $clk_period * $clk_io_pct] -clock clk0 [all_outputs]
--- design/flow/design.v ---
module pc (
    input clk,
    input rst_n,
    input [31:0] pc_in,
    output reg [31:0] pc_out
);
    always @(posedge clk or negedge rst_n) begin 
        if (rst_n == 1'b0) begin
            pc_out <= 32'b0;
        end else begin
            pc_out <= pc_in;
        end
    end
endmodule
module inc_pc (
    input  [31:0] pc_in,
    output [31:0] pc_out 
);
    assign pc_out = 4 + pc_in;
endmodule
==> metrics.sh <==
OUTCOME='finished, violations left'
VIOLATIONS_IN_THE_FINAL_REPORTS='hold timing'
AREA_GROWTH_PCT=91.1
COMB_POWER_SHARE=0.081
TIMING.CRITICAL_PATH.ARRIVAL_NS=0.76
CTSLONGESTPATHBUFFERS=2
POWER.DENSITY_CELL_AREA_nW_PER_UM2=1730
TRITONCTS='built'
VIA_PER_INST=2.67
CPPEAKSTAGEDELAY_NS=0.36
SLEW_VIOLATIONS=0
SYNTH-SEQ-AREA-SHARE=1.00
CTS.REPAIR_TIMING.SETUP_BUFFER_COUNT=0
P_SEQ_FRAC=0.518
FINAL_ANTENNA_NET_COUNT=0
I_O_PIN_COUNT=66
FILLCELLCOUNT=849
SYNTHESIS.AREA_UM2=801
WORST_IR_DROP_VDD_V=0.000447
SYNTH-CELLS-YOSYS=32
REMAINING_DRC_ERRORS=0
GRT_SETUP_UNREPAIRED='true'
WORST_SETUP_PATH_END_KIND='primary output'
SYNTH.FF_LATCH_COUNT=32
CTS-BUFFERS-INSERTED=5
SYNTHESIS.YOSYS.WARNINGS=1
TIMING.CRITICAL_PATH.FANOUT_MAX=1
DR.FIRST_ITER.DRC_COUNT=7
GRT_ANTENNA_BEFORE_REPAIR=1
ROUTE.DETAILED.WL_PER_INST_UM=12.8
POWER.CLOCK.FRACTION=0.401
GRT_FIRST_PASS_WIRELENGTH_UM=3650
CP_TOP_FAMILY='flip-flops'
LARGEST_REGISTER_FF_COUNT=32
MAXCAPVIOLATIONS=0
MIN-DELAY-PATH-CLASS='in2async'
START_KIND='register'
DIE_AREA_UM2=12100
SYN_AREA_PER_CELL_UM2=25.0
SYNTH.YOSYS.CHIP_AREA_UM2=801
CRITICAL_PATH_REQUIRED_NS=0.80
FINAL_NON_FILLER_CELL_AREA_UM2=1530
FINALSETUPVIOLCOUNT=0
TIMING.FINAL.CRIT_SHARE=0.962
MOSTFREQUENTLAYOUTCELLS='33 x buf_2, 32 x clkdlybuf4s50_1, 32 x dfrtp_1'
CTS.HTREE.LEVELS=2
FP-ROW-COUNT=32
CLKTRANSATPATHREGS_NS=0.07
INTERNAL_CELL_POWER_W=0.00213
MAX_SLEW.WORST_PIN.SLEW_NS=0.184
CRIT_TYPE='reg2out'
GRT_START_MAX_NET_PINS=33
SYNTH_CELLS=32
FINALHOLDVIOLATIONS=32
DIE_W_UM=110
PATH_CELLS='buf_2'
BIGGESTREGSBYFLOPS='pc_out x32'
CTS_ROOT_BUF='clkbuf_8'
NUM_VIAS=553
GP_CONGESTION=0.703
P_SWITCHING_W=0.000519
LARGEST_REGISTER='pc_out'
LAYOUT-DRIVE-GT1-SHARE=0.390
TIMING.CRITICAL_PATH.SLOWEST_STAGE_CELL='dfrtp_1'
WARNINGS=28
POWER.SHARE.SWITCHING=0.196
DR.PASS1.ITERS=2
BUFFER_PORTS.INSERTED=65
SLEW_HEADROOM=0.877
LAYOUT_TOP_CELL_EXCL_FILL_TAP='buf_2'
LEAKAGE_nW=0.688
CRIT_BUF_INV=1
INITCOREUTIL=0.103
GRT.OVERFLOW.TOTAL=0
FP.COREAREA_UM2=7810
DIE_HEIGHT_UM=110
FINALCOREUTILIZATION=0.196
DIODES=0
GRT_USAGE=0.0401
CTS.SINK_COUNT=32
MAX_FREQ_MHz=1040
MULTI_INPUT_COMB_CELLS=0
NUMBER_OF_LIBRARY_CELL_TYPES_MAPPED_BY_SYNTHESIS=1
PLACE_AREA_UM2=1590
ROUTED_WL_UM=2660
MINIMUM_HOLD_SLACK_NS=-0.135
TIMING.FINAL.CRIT_PERIOD_NS=0.962
FIRST_GLOBAL_VIAS=593
LOGIC_AREA_UM2=0
==> logic make-up (layout without fill, tap and decap cells) <==
family   Yosys count  after routing  share of synthesized area
flops             32             32                       1.00
buf+inv            0             73                          0
==> layout make-up <==
class / count / area [µm²] / share of cell area
sequential: 32 / 801 / 0.523
tap: 102 / 128 / 0.0834
timing repair buffer: 66 / 505 / 0.330
clock buffer: 7 / 96.3 / 0.0630
==> final timing paths <==
kind / cells after the start / from / slack, ns / to
max: 1 / pc_out[11]$_DFF_PN0_ / 0.04 / pc_out[11]
min: 2 / rst_n / -0.13 / pc_out[30]$_DFF_PN0_
max in group asynchronous: 2 / rst_n / 0.95 / pc_out[16]$_DFF_PN0_
min in group clk0: 1 / pc_in[21] / 0.36 / pc_out[21]$_DFF_PN0_
==> synth_stat cells <==
cell     number  share of area
dfrtp_1      32            1.0
==> stage by stage <==
step                setup TNS, ns  total power (W)  setup slack (ns)  std cells
floorplan                       0          0.00138             0.488         32
global route            -0.000978          0.00279         -0.000978        207
finish                          0          0.00265            0.0381        207
CTS                             0          0.00273            0.0160        207
global placement          -0.0308          0.00169           -0.0209        200
detailed placement        -0.0215          0.00169           -0.0179        200
==> layer usage <==
layer | global-route usage | share of wire | vias to the layer above | wire (µm)
li1 | - | - | 240 | -
met1 | 0.0448 | 0.35 | 270 | 918
met2 | 0.0652 | 0.49 | 35 | 1310
met3 | 0.0217 | 0.13 | 6 | 344
met4 | 0.0112 | 0.026 | 2 | 69
met5 | 0 | 0.0041 | - | 11
==> power by group through the flow <==
stage         clock network, W  logic (W)  registers [W]
finish                 0.00106   0.000215        0.00137
global route           0.00118   0.000237        0.00138
CTS                    0.00114   0.000226        0.00137
==> timing repair <==
item | in CTS | in global routing
hold endpoints to repair | 32 | 32
endpoints found under the setup margin | 32 | 1
resized | 99 | 0
Power figures rest on the tool's default switching activity, not on a simulated workload.
