### design/flow/run.sh
#!/bin/bash
# OpenROAD 26Q1-2900-gdf79404cd8, Yosys 0.63+post, stock flow scripts
make -C /OpenROAD-flow-scripts/flow DESIGN_CONFIG=/design/flow/config.mk WORK_HOME=/design/flow/orfs finish
### design/flow/constraint.sdc
current_design SOC

set clk_period 3.7
set clk_io_pct 0.2

create_clock -name clk0 -period $clk_period [get_ports {CLK}]

set non_clock_inputs [all_inputs -no_clocks]
set_input_delay [expr $clk_period * $clk_io_pct] -clock clk0 $non_clock_inputs
set_output_delay [expr $clk_period * $clk_io_pct] -clock clk0 [all_outputs]
### design/flow/design.v
module Clockworks #(
    parameter SLOW = 0
)(
    input CLK,
    input RESET,
    output clk,
    output resetn
);
    reg [SLOW:0] slowdown = 0;
    always @(posedge CLK) begin
        slowdown = slowdown + 1;
    end
    assign clk = slowdown[SLOW];
    assign resetn = !RESET;
endmodule
module SOC (
       input  CLK,        
       input  RESET,      
       output [4:0] LEDS, 
       input  RXD,        
       output TXD         
   );
   wire clk;
   wire resetn;
   reg [31:0] MEM [0:255]; 
   reg [31:0] PC;        
   reg [31:0] instr;     
   reg [31:0] RegisterBank [31:0];
   reg [31:0] rs1;
   reg [31:0] rs2;
   wire [31:0] writeBackData;
   wire writeBackEn;
   initial begin
      PC = 0;
      instr = 32'b0000000_00000_00000_000_00000_0110011;
      MEM[0] = 32'b0000000_00000_00000_000_00001_0110011;
      MEM[1] = 32'b000000000001_00001_000_00001_0010011;
      MEM[2] = 32'b000000000001_00001_000_00001_0010011;
      MEM[3] = 32'b000000000001_00001_000_00001_0010011;
      MEM[4] = 32'b000000000001_00001_000_00001_0010011;
      MEM[5] = 32'b000000000000_00001_010_00010_0000011;
      MEM[6] = 32'b000000_00010_00001_010_00000_0100011;
      MEM[7] = 32'b000000000001_00000_000_00000_1110011;
   end
   wire isALUreg  =  (instr[6:0] == 7'b0110011);
   wire isALUimm  =  (instr[6:0] == 7'b0010011);
   wire isBranch  =  (instr[6:0] == 7'b1100011);
   wire isJALR    =  (instr[6:0] == 7'b1100111); 
   wire isJAL     =  (instr[6:0] == 7'b1101111);
   wire isAUIPC   =  (instr[6:0] == 7'b0010111);
   wire isLUI     =  (instr[6:0] == 7'b0110111);
   wire isLoad    =  (instr[6:0] == 7'b0000011);
   wire isStore   =  (instr[6:0] == 7'b0100011);
   wire isSYSTEM  =  (instr[6:0] == 7'b1110011);
   wire [4:0] rs1Id  = instr[19:15];
   wire [4:0] rs2Id  = instr[24:20];
   wire [4:0] rdId   = instr[11:7];
   wire [2:0] funct3 = instr[14:12];
   wire [5:0] funct7 = instr[31:25];
   wire [31:0] Uimm={    instr[31],   instr[30:12], {12{1'b0}}};
   wire [31:0] Iimm={{21{instr[31]}}, instr[30:20]};
   wire [31:0] Simm={{21{instr[31]}}, instr[30:25],instr[11:7]};
   wire [31:0] Bimm={{20{instr[31]}}, instr[7],instr[30:25],instr[11:8],1'b0};
   wire [31:0] Jimm={{12{instr[31]}}, instr[19:12],instr[20],instr[30:21],1'b0};
   localparam FETCH_INSTR = 0;
   localparam FETCH_REGS  = 1;
   localparam EXECUTE     = 2;
   reg [1:0] state = FETCH_INSTR;
   wire [31:0] aluIn1 = rs1;
   wire [31:0] aluIn2 = isALUreg ? rs1 : Iimm;
   reg  [31:0] aluOut;
   wire [4:0] shamt = isALUreg ? rs2[4:0] : instr[24:20];  
   always @(posedge clk) begin
      if(!resetn) begin
	 PC    <= 0;
	 state <= FETCH_INSTR;
	 instr <= 32'b0000000_00000_00000_000_00000_0110011;  
      end else begin
	 if(writeBackEn && rdId != 0) begin
	    RegisterBank[rdId] <= writeBackData;
	 end
	 case(state)
	   FETCH_INSTR: begin
	      instr <= MEM[PC];
	      state <= FETCH_REGS;
	   end
	   FETCH_REGS: begin
	      rs1 <= RegisterBank[rs1Id];
	      rs2 <= RegisterBank[rs2Id];
	      state <= EXECUTE;
	   end
	   EXECUTE: begin
	      if(!isSYSTEM) begin
		 PC <= PC + 1;
	      end
	      state <= FETCH_INSTR;	      
	   end
	 endcase
      end 
   end 
   assign writeBackData = 0;
   assign writeBackEn = 0;
   assign LEDS = isSYSTEM ? 31 : (1 << state);
  Clockworks #(
     .SLOW(19)
   )CW(
      .CLK(CLK),
      .RESET(RESET),
      .clk(clk),
      .resetn(resetn)
   );
   assign TXD  = 1'b0;  
endmodule
### design/flow/config.mk
export PLATFORM = sky130hd
export DESIGN_NAME = SOC
export DESIGN_NICKNAME = SOC
export VERILOG_FILES = /design/flow/design.v
export SDC_FILE = /design/flow/constraint.sdc
export NUM_CORES = 4
export LEC_CHECK = 1
export CORE_AREA = 10 10 110 110
export DIE_AREA = 0 0 120 120
export SYNTH_MEMORY_MAX_BITS = 65536
==> impl_metrics.py <==
# Synthesis and PnR figures
metrics = {
    "sta": {
        "finalWorstSetupSlack_ns": 2.12,
        "finalHoldViolCount": 0,
        "finalClockPeriodUsage_pct": 42.6,
        "setup-violations-final": 0,
        "maxSlewViolCount": 0,
        "fmax_mhz": 634,
        "rsz0062_at_grt": "no",
        "setup-tns-final_ns": 0,
        "unclocked_regs": 8,
        "fin_crit_ns": 1.58,
        "untimed_endpoints": 13,
        "finalClockSkew_ns": 0.0121,
    },
    "logic_synthesis": {
        "yosysMostFrequentCell": "dfxtp_1",
        "area_leaders": "dfxtp_1, ha_1, xnor2_1",
        "edf_count": 0,
        "yosys_most_used_dff": "dfxtp_1",
        "synth_cells": 122,
        "ys_ff": 28,
        "top_cells_by_count": "dfxtp_1, nand2_1, xnor2_1",
        "synth.distinct_cells": 23,
        "async_flop_share_pct": 0,
        "top_cell_area_share_pct": 46.9,
        "largest_area_cell": "dfxtp_1",
        "ys_area_sq_um": 1190,
        "yosys_cells": 122,
        "yosys_warnings": 2,
        "synth_seq_share_pct": 46.9,
        "synth_area_sq_um": 1190,
        "synth_area_per_cell_sq_um": 9.79,
    },
    "worst_setup_path": {
        "crit_path_top_delay_cell": "or4_4",
        "slowest_delay_ns": 0.51,
        "cp_cell_sequence": "ha_1 -> nand3_1 -> or4_4 -> nor2_2 -> xor2_1",
        "cp.arrival_ns": 1.77,
        "crit_path_max_fanout": 4,
        "cpLargestDelayFamily": "simple AND/OR/NAND/NOR gates",
        "crit_type": "register to register",
        "cp_num_buf_inv": 0,
        "cp-end-kind": "register",
        "cp-start-kind": "register",
        "critPathRequiredTime_ns": 3.89,
    },
    "drt": {
        "vias_per_cell": 2.79,
        "avgRoutedWirePerCell_microns": 6.20,
        "vias": 735,
        "num_antenna_cells": 0,
        "drc_errors": 0,
        "postRouteWirelength_mm": 1.63,
        "first_pass_iters": 3,
        "drt.antenna.violating_nets": 0,
        "initialDrtViolationCount": 47,
    },
    "power_and_ir_drop": {
        "ir_drop_uv": 293,
        "p_sw_uw": 70.6,
        "internal_power_uw": 361,
        "pwr-share-seq_pct": 49.9,
        "power_leakage_nw": 0.549,
        "switching_share_pct": 16.4,
        "finalPower_uw": 431,
        "cellPowerDensity_nw_per_um2": 292,
        "clkPwrFrac_pct": 49.5,
        "combPwrFrac_pct": 0.6,
    },
    "place": {
        "place_worst_setup_slack_ns": 2.14,
        "dp_hpwl_mm": 1.25,
        "place_inst": 259,
        "gp_congestion": 0.734,
        "io_buffers": 6,
    },
    "global_routing": {
        "overflow": 0,
        "grt_pass1_vias": 724,
        "grt_max_degree": 13,
        "grt_pass1_wl_mm": 3.17,
        "grt.total_usage_pct": 2.51,
        "antenna_found_initial": 0,
    },
    "finish": {
        "final_util_pct": 15.1,
        "final_cells": 263,
        "drive_gt1_share_pct": 8.46,
        "fill_cells": 1100,
        "mi_logic_area_sq_um": 597,
        "ff_latch_area_sq_um": 561,
        "synthToLayoutAreaGrowth_pct": 23.7,
    },
    "cts": {
        "cts_tree": "yes",
        "clk_path_buf_depth": 2,
        "clk_pin_slew_ns": 0.08,
        "numCtsBuffers": 3,
        "post-cts-setup-buffers": 0,
        "insertion_delay_ns": 0.26,
        "htree_num_levels": 1,
        "cts_resized": 0,
        "clock-root-buffer": "clkbuf_8",
        "postCtsHoldBufs": 0,
    },
    "floorplanning": {
        "fp_util_pct": 12.2,
        "die_y_microns": 120,
        "coreArea_sq_um": 9770,
        "dieArea_sq_um": 14400,
        "rows": 36,
        "die_x_microns": 120,
        "ios": 9,
    },
    "run_status": {
        "outcome": "finished, final reports clean",
    },
    "run": {
        "warning_count": 31,
        "drv_cap": 0,
    },
    "min_path": {
        "hold_class": "register to register",
    },
}
state kept, by name, indices dropped and copies added, names as in the netlist:
signal and count:
CW.slowdown 20, PC 3, instr 3, state 2
per-stage QoR:
stage / cell area [sq um] / hold WS, ns
floorplan: 1190 / 0.379
global placement: 1410 / 0.389
detailed placement: 1410 / 0.397
CTS: 1480 / 0.411
global route: 1480 / 0.437
finish: 1480 / 0.413
final timing paths:
path                  start         endpoint  slack [ns]  cells after the start
min reg2reg  CW.slowdown[0]   CW.slowdown[0]        0.41                      1
max reg2reg  CW.slowdown[0]  CW.slowdown[16]        2.12                      5
min          CW.slowdown[0]   CW.slowdown[0]        0.41                      1
max          CW.slowdown[0]  CW.slowdown[16]        2.12                      5
cell type report:
type / count / share of cell area, %
clock buffers: 3 / 2.79
clock inverters: 1 / 2.03
inverters: 6 / 1.52
multi-input cells: 86 / 40.4
flip-flops and latches: 28 / 37.9
well taps: 133 / 11.3
repair buffers: 6 / 4.06
per-layer routing:
| metal | vias up | share of wire [%] | track usage, % |
|---|---|---|---|
| li1 | 408 | - | - |
| met1 | 315 | 56 | 3.58 |
| met2 | 10 | 37 | 3.61 |
| met3 | 2 | 6.3 | 1.00 |
| met4 | 0 | 0.61 | 0.226 |
| met5 | - | 0 | 0 |
cell families after synthesis:
kind of cell             Yosys count  synth area share, %
multiplexers                       3                 2.51
XOR/XNOR                          19                 13.9
other                              1                0.314
AND-OR/OR-AND                      5                 2.09
buffers and inverters              8                 3.14
adder cells (fa/ha/maj)            9                 9.42
flip-flops                        28                 46.9
AND/OR/NAND/NOR                   49                 21.7
cell usage in the layout (no fill, tap or decap), types with 4 or more instances in the layout:
| master | Yosys | final |
|---|---|---|
| dfxtp_1 | 28 | 28 |
| xnor2_1 | 12 | 12 |
| nand2_1 | 12 | 12 |
| nor2_1 | 9 | 9 |
| ha_1 | 9 | 9 |
| nand3_1 | 8 | 8 |
| xor2_1 | 7 | 7 |
| inv_1 | 6 | 6 |
| nand2b_1 | 6 | 6 |
| clkdlybuf4s50_1 | 0 | 6 |
| a21oi_1 | 4 | 4 |
power by group through the flow:
stage     Combinational (mW)  Sequential, mW  Clock (mW)
6_report             0.00274           0.215       0.214
4_1_cts              0.00287           0.215       0.219
5_1_grt              0.00310           0.215       0.231
No activity file was given, so power comes from the tool's default toggle rates.
